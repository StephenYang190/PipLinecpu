<file path="design.v">
module registers(RegWr, Rw, Ra, Rb, busW, busA, busB, clk);
  input RegWr, clk;
  input [4:0] Rw, Ra, Rb;
  input [31:0] busW;
  output [31:0] busA, busB;
  reg [31:0] regi[31:0];
  wire [31:0] busA, busB;
  integer i;
  initial begin
    for (i=0; i < 32; i=i+1) regi[i] = 0;
  end
  always@(posedge clk)
  begin
    if (RegWr == 1)
      regi[Rw] <= busW;
  end
  assign busA = regi[Ra];
  assign busB = regi[Rb];
endmodule
</file>
<file path="run.sh">
#!/bin/bash
# OpenROAD 26Q1-2900-gdf79404cd8, Yosys 0.63+post, stock flow scripts
make -C /OpenROAD-flow-scripts/flow DESIGN_CONFIG=/design/flow/config.mk WORK_HOME=/design/flow/orfs finish
</file>
<file path="config.mk">
export PLATFORM = sky130hd
export DESIGN_NAME = registers
export DESIGN_NICKNAME = registers
export VERILOG_FILES = /design/flow/design.v
export SDC_FILE = /design/flow/constraint.sdc
export NUM_CORES = 4
export LEC_CHECK = 1
export CORE_UTILIZATION = 50
</file>
<file path="constraint.sdc">
current_design registers

set clk_period 5.1
set clk_io_pct 0.2

create_clock -name clk0 -period $clk_period [get_ports {clk}]

set non_clock_inputs [all_inputs -no_clocks]
set_input_delay [expr $clk_period * $clk_io_pct] -clock clk0 $non_clock_inputs
set_output_delay [expr $clk_period * $clk_io_pct] -clock clk0 [all_outputs]
</file>
==> impl_metrics.toml <==
# physical design summary
[run_status]
outcome = "finished, final reports clean"

[detailed_routing]
via_per_inst = 6.42
wirelength_mm = 154
num_antenna_cells = 0
drc_errors = 0
post_drt_wl_per_cell_um = 31.3
postRouteAntennaNets = 0
drtIter0Drc = 2250
dr.pass1.iters = 6
dr_total_vias = 31595

[cells_and_area]
regMostFlops = "regi"
drive_gt1_frac = 0.111
largestRegisters = "regi (1024)"
largest_reg_flops = 1024
syn2layout_area_growth_pct = 15.2

[critical_path]
crit_fanout = 29
worstSetupStartpoint = "Rb[2]"
path_cells = "clkdlybuf4s50_1 > nor2_4 > buf_4 > a22o_1 > nor3_1 > a31oi_1 > nand3_1 > clkdlybuf4s50_1"
end_kind = "primary output"
crit_top_cell = "clkdlybuf4s50_1"
arrival_ns = 3.91
crit_slowest_cell = "clkdlybuf4s50_1"
slowest_delay_ns = 0.57
worstSetupPathType = "input port to primary output"
critPathRequiredTime_ns = 4.08
worstSetupStartpointType = "input port"

[floorplan]
fp.dieH_um = 314
ios = 113
rows = 114
die_w_um = 314
core-area_um2 = 96700
dieArea_um2 = 98800
initial_core_util = 0.505

[timing]
fin_tns_setup_ns = 0
max_slew.worst_pin.slew_ns = 0.990
hold_viol_final = 0
drv_slew = 0
finalSetupViolations = 0
fmax_mhz = 203
rsz0062_at_grt = "no"
period_minus_slack_ns = 4.93
slew-limit-headroom = 0.338
hold_slack_ns = 1.16
min_period_over_period = 0.967

[clock_tree]
cts_root_buf = "clkbuf_16"
htree_levels = 3
cts_tree = "done"
cts_buffers = 108
path_clk_slew_ns = 0.06
cts.sinks = 1024
postCtsHoldBufs = 0
clock_path_buffers = 3
cts-resized-gates = 0
post_cts_buffers = 0

[logic_synthesis]
synth-seq-cells = 1024
ys_cells = 3386
synth_cell_types = 23
synthCells = 3386
yosysTopAreaCell = "edfxtp_1"
yosys_warnings = 1
yosysChipArea_um2 = 48800
topCellsByArea = "edfxtp_1 63%, mux2i_1 21%, a22oi_1 3.0%, a22o_1 2.3%, nand3_1 2.0%"
syn_area_per_cell_um2 = 14.4
yosysSeqAreaShare = 0.630
yosysTopAreaCellShare = 0.630
synth_area_um2 = 48800

[run]
warnings = 26
cap_violations = 0

[grt]
grt_start_max_net_pins = 60
track_usage = 0.344
antenna_found_initial = 4
grt_pass1_wl_mm = 222
grt_pass1_vias = 33253
grt_overflow_total = 0

[min_path]
hp-class = "input port to flop"
hp-start = "busW[28]"

[power]
clkPwrFrac = 0.409
p_sw_mw = 4.38
p_leak_nw = 20.8
p_int_mw = 14.6
p_seq_frac = 0.495
power_density_nw_per_um2 = 339
comb_power_share = 0.097
vdd_ir_drop_max_v = 0.000301
switching_share = 0.230

[place]
hpwl_mm = 90.6
portBuffers = 112
gp_congestion = 0.928
==> worst paths after layout <==
check / endpoint / slack, ns / depth (start not counted)
setup / recovery: busB[12] / 0.17 / 8
hold / removal: regi[16][28] / 1.16 / 2
==> metrics by stage <==
| stage | setup WS, ns | total power, mW | utilization | instances | cell area [µm²] |
|---|---|---|---|---|---|
| floorplan | 1.65 | 10.5 | - | 3386 | 48800 |
| global placement | 0.145 | 11.4 | 0.545 | 4724 | 52700 |
| detailed placement | 0.183 | 11.4 | 0.545 | 4724 | 52700 |
| CTS | 0.185 | 19.1 | 0.581 | 4922 | 56200 |
| global route | 0.0641 | 19.6 | 0.581 | 4922 | 56200 |
| finish | 0.169 | 19.0 | 0.581 | 4922 | 56200 |
==> cell families (layout without fill, tap and decap cells) <==
kind of cell	Yosys count	in the layout	share of synthesized area
buffers and inverters	253	513	0.0321
muxes	1024	1024	0.210
AOI/OAI and AO/OA	576	576	0.0804
and+or+nand+nor	509	509	0.0471
DFF	1024	1024	0.630
==> synth_stat cells <==
cell / number
nor3_1: 64
buf_4: 47
a22o_1: 128
or3b_2: 3
or3_1: 1
clkbuf_1: 86
and2_1: 2
or2_2: 2
buf_6: 45
a31oi_1: 64
nand2_1: 195
buf_1: 1
buf_2: 70
nand3b_1: 5
a22oi_1: 192
mux2i_1: 1024
nand3_1: 194
nor2b_1: 4
clkbuf_4: 4
nor2_1: 35
a21oi_1: 192
edfxtp_1: 1024
nand2b_1: 4
==> critical path, delay by kind of cell <==
| family | cells | cell delay, ns |
|---|---|---|
| compound gates | 2 | 0.52 |
| buf+inv | 3 | 1.57 |
| simple gates | 3 | 0.76 |
==> per-layer routing <==
metal / share of wire / track usage
met3: 0.17 / 0.248
met2: 0.44 / 0.474
met5: 0.0022 / 0.0227
met4: 0.035 / 0.0932
met1: 0.35 / 0.457
==> power by group through the flow <==
stage | logic, mW | registers (mW) | clock network, mW
4_1_cts | 1.82 | 9.41 | 7.87
6_report | 1.84 | 9.41 | 7.78
5_1_grt | 1.94 | 9.41 | 8.22
==> area by class of cell <==
| type | instances | area (µm²) |
|---|---|---|
| Fill cell | 7214 | 40500 |
| Sequential cell | 1024 | 30700 |
| Multi-Input combinational cell | 2109 | 16800 |
| Timing Repair Buffer | 315 | 3580 |
| Clock buffer | 136 | 2890 |
| Tap cell | 1276 | 1600 |
| Clock inverter | 62 | 589 |
==> cells in the final DEF (no fill, tap or decap) <==
master | netlist | layout
mux2i_1 | 1024 | 1024
edfxtp_1 | 1024 | 1024
nand3_1 | 194 | 194
nand2_1 | 195 | 193
a22oi_1 | 192 | 192
a21oi_1 | 192 | 192
buf_4 | 47 | 129
a22o_1 | 128 | 128
clkbuf_16 | 0 | 112
clkdlybuf4s50_1 | 0 | 110
buf_12 | 0 | 74
nor3_1 | 64 | 64
a31oi_1 | 64 | 64
nor2_4 | 0 | 34
clkinv_1 | 0 | 27
clkbuf_1 | 86 | 24
clkinv_2 | 0 | 18
bufinv_16 | 0 | 11
nand3b_1 | 5 | 5
nor2b_4 | 0 | 4
nand2b_2 | 0 | 4
or3b_2 | 3 | 3
clkinvlp_4 | 0 | 3
and2_4 | 0 | 2
or2_2 | 2 | 2
nand2_2 | 0 | 2
buf_8 | 0 | 2
nor2_1 | 35 | 1
or3_1 | 1 | 1
inv_6 | 0 | 1
clkinv_8 | 0 | 1
inv_16 | 0 | 1
Power and IR drop assume default switching activity.
